<file path="design/flow/design.v">
module controller
(
	input clk, n_rst, dr, lc, overflow,
	output reg cnt_up, clear, modwait,
	output reg [2:0] op,
	output reg [3:0] src1, src2, dest,
	output reg err
);
typedef enum logic [4:0] {IDLE, STORE, ZERO, SORT1, SORT2, SORT3, SORT4, 
			  MUL1, ADD1, MUL2, SUB1, MUL3, ADD2, MUL4, SUB2, EIDLE,
			  RECEIVE_COEFF1, MODWAIT1, RECEIVE_COEFF2, MODWAIT2, 
			  RECEIVE_COEFF3, MODWAIT3, RECEIVE_COEFF4} stateType;
typedef enum logic [2:0] {NOP, COPY, LOAD1, LOAD2, ADD, SUB, MUL} opCode;
stateType state, next_state;
reg next_modwait;
always_ff @(posedge clk, negedge n_rst) begin
	if (!n_rst) begin
		state <= IDLE;
		modwait <= 0;
	end
	else begin
		state <= next_state;
		modwait <= next_modwait;
	end
end
always_comb begin   
	next_state = state;
	case(state)
		IDLE:  next_state = dr ? STORE : lc ? RECEIVE_COEFF1 : IDLE;
		STORE: next_state = dr ? ZERO : EIDLE;
		ZERO:  next_state = SORT1;
		SORT1: next_state = SORT2;
		SORT2: next_state = SORT3;
		SORT3: next_state = SORT4;
		SORT4: next_state = MUL1;
		MUL1:  next_state = overflow ? EIDLE : SUB1;
		SUB1:  next_state = overflow ? EIDLE : MUL2;
		MUL2:  next_state = overflow ? EIDLE : ADD1;
		ADD1:  next_state = overflow ? EIDLE : MUL3;
		MUL3:  next_state = overflow ? EIDLE : SUB2;
		SUB2:  next_state = overflow ? EIDLE : MUL4;
		MUL4:  next_state = overflow ? EIDLE : ADD2;
		ADD2:  next_state = overflow ? EIDLE : IDLE;
		EIDLE: next_state = dr ? STORE : EIDLE;
		RECEIVE_COEFF1: next_state = MODWAIT1;
		MODWAIT1: next_state = lc ? RECEIVE_COEFF2 : MODWAIT1;
		RECEIVE_COEFF2: next_state = MODWAIT2;
		MODWAIT2: next_state = lc ? RECEIVE_COEFF3 : MODWAIT2;
		RECEIVE_COEFF3: next_state = MODWAIT3;
		MODWAIT3: next_state = lc ? RECEIVE_COEFF4 : MODWAIT3;
		RECEIVE_COEFF4: next_state = IDLE;
		default: next_state = IDLE;
	endcase
	if(next_state == IDLE | next_state == EIDLE 
	  |next_state == MODWAIT1 | next_state == MODWAIT2 |next_state == MODWAIT3)
		next_modwait = 0;
	else 
		next_modwait = 1;
end
always_comb begin  
	cnt_up = 0;
	clear  = 0;
	op     = 0;
	src1   = 0;
	src2   = 0;
	dest   = 0;
	err    = 0;
	if (state == IDLE) begin
	end		
	else if (state == STORE) begin
		op = LOAD1;
		dest = 5;
		err = 0;
	end
	else if (state == ZERO) begin
		op = SUB;
		src1 = 0;
		src2 = 0;
		dest = 0;
		cnt_up = 1;
	end
	else if (state == SORT1) begin
		op = COPY;
		src1 = 2;
		dest = 1;  
		cnt_up = 0;
	end
	else if (state == SORT2) begin
		op = COPY;
		src1 = 3;
		dest = 2; 
	end
	else if (state == SORT3) begin
		op = COPY;
		src1 = 4;
		dest = 3; 
	end
	else if (state == SORT4) begin
		op = COPY;
		src1 = 5; 
		dest = 4;   
	end
	else if (state == MUL1) begin
		op = MUL;
		src1 = 4;   
		src2 = 6;
		dest = 10;
	end
	else if (state == SUB1) begin
		op = SUB;
		src1 = 0;
		src2 = 10;
		dest = 0;
	end
	else if (state == MUL2) begin
		op = MUL;
		src1 = 3;    
		src2 = 7;
		dest = 10;
	end
	else if (state == ADD1) begin
		op = ADD;
		src1 = 0;
		src2 = 10;
		dest = 0;
	end
	else if (state == MUL3) begin
		op = MUL;
		src1 = 2;   
		src2 = 8;
		dest = 10;
	end
	else if (state == SUB2) begin
		op = SUB;
		src1 = 0;
		src2 = 10;
		dest = 0;
	end
	else if (state == MUL4) begin
		op = MUL;
		src1 = 1;   
		src2 = 9;
		dest = 10;
	end
	else if (state == ADD2) begin
		op = ADD;
		src1 = 0;
		src2 = 10;
		dest = 0;
	end
	else if (state == EIDLE) begin
		err = 1;
	end
	else if (state == RECEIVE_COEFF1) begin
		op = LOAD2;
		dest = 6;   
		clear = 1;
	end
	else if (state == MODWAIT1) begin
		clear = 0;
	end
	else if (state == RECEIVE_COEFF2) begin
		op = LOAD2;
		dest = 7;  
	end
	else if (state == MODWAIT2) begin
	end
	else if (state == RECEIVE_COEFF3) begin
		op = LOAD2; 
		dest = 8;   
	end
	else if (state == MODWAIT3) begin
	end
	else if (state == RECEIVE_COEFF4) begin
		op = LOAD2; 
		dest = 9;  
	end
end
endmodule
</file>
<file path="design/flow/run.sh">
#!/bin/bash
# OpenROAD 26Q1-2900-gdf79404cd8, Yosys 0.63+post, stock flow scripts
make -C /OpenROAD-flow-scripts/flow DESIGN_CONFIG=/design/flow/config.mk WORK_HOME=/design/flow/orfs finish
</file>
<file path="design/flow/config.mk">
export PLATFORM = sky130hd
export DESIGN_NAME = controller
export DESIGN_NICKNAME = controller
export VERILOG_FILES = /design/flow/design.v
export SDC_FILE = /design/flow/constraint.sdc
export NUM_CORES = 4
export LEC_CHECK = 1
export CORE_UTILIZATION = 30
</file>
<file path="design/flow/constraint.sdc">
current_design controller

set clk_period 3.5
set clk_io_pct 0.2

create_clock -name clk0 -period $clk_period [get_ports {clk}]

set non_clock_inputs [all_inputs -no_clocks]
set_input_delay [expr $clk_period * $clk_io_pct] -clock clk0 $non_clock_inputs
set_output_delay [expr $clk_period * $clk_io_pct] -clock clk0 [all_outputs]
</file>
==> impl.org <==
* Flow results

** Job
- Number of warnings in the stage logs :: 25
- Count of maximum capacitance violations :: 0

** Detailed routing
- Number of vias per cell :: 5.37
- Detailed-route DRC error count :: 0
- In this run, the number of DRC markers left after iteration 0 of detailed routing was 98.
- Nets still carrying antenna violations after routing amount to 0.
- Vias post-DR :: 1293
- Wirelength, routed :: 3.57 mm
- For this run, the detailed router's first-pass iteration total came to 22.
- Dividing the detail-routed wire length by the instance count gives 14.8 µm.
- Diodes inserted :: 0

** Timing
- The routed design could run at a clock period as short as 3.16 ns.
- Hold-check failures listed in the final report amount to 0.
- The final report lists the setup-violating endpoint count as 0.
- Final worst slack :: 0.345 ns
- Worst Clk Skew :: 0.00266 ns
- Setup repair after global routing left no endpoint under its margin.
- Total negative slack for setup checks :: 0 ns
- Of the available clock period, the critical path in the final layout requires 90.1%.
- Per the final report, max-transition violations number 0.
- Max frequency :: 0.317 GHz

** Setup path
- The data arrival time reported for the critical path is 2.46 ns.
- Critical path capture point type :: output port
- For the worst setup path, the data required time is 2.80 ns.
- Category of the worst setup path launch point :: register
- Category of the critical setup timing path :: register to output port
- Top fanout value on the critical path :: 10

** CTS
- H-tree lvl count :: 1
- TritonCTS built the clock tree.
- Clock tree synthesis inserted a total of 3 buffers.
- CTS Hold Buffers Added :: 0
- For this design, the sink count on the clock tree is 24.
- On the worst setup and hold paths after CTS, the clock-pin slew comes to 0.08 ns.
- Per the CTS log, the buffer count on the longest clock path is 2.
- Gates resized during post-CTS repair numbered 0.
- Cell at the root of the clock tree :: sky130_fd_sc_hd__clkbuf_8
- The number of setup buffers added after CTS is 0.
- For the worst-skew pair, the clock arrives at the later sink with an insertion delay of 0.26 ns.

** Run status
- Outcome :: finished clean

** Finish
- The final report gives the core utilization as 39.0%.
- Synth-to-layout area growth :: 21.0%
- Fraction of layout instances using a drive strength above 1 :: 7.94%
- The finished layout holds 241 standard cells, fillers aside.

** Logic synthesis
- After synthesis, the netlist uses 44 different library cells.
- Synthesized area per cell :: 8.44 µm²
- Cell area after technology mapping :: 1440 µm²
- Post-synthesis chip area from yosys :: 1440 µm²
- YS warnings :: 1
- Post-synthesis instance total :: 171
- For this design, Yosys synthesis ends with a cell count of 171.
- Summing the sequential cell areas from Yosys gives 41.7% of the chip area.
- The synthesis stat section lists a flop and latch total of 24.

** Power and ir drop
- Power density cells :: 407 nW/µm²
- Leakage power :: 0.758 nW
- Max IR drop VDD :: 0.251 mV
- Total power for the finished layout comes to 0.711 mW.

** Placed design
- Cell count after placement :: 237
- Buffers placed on the I/O ports in this run total 22.
- Post-placement setup slack :: 0.634 ns
- Routability-driven placement finished with a final weighted congestion of 0.899.
- Placed wire-length estimate after detailed placement :: 2.67 mm

** Floorplanning
- Total die size :: 5090 µm²
- Number of placed I/O pins :: 24
- Initial standard-cell utilization of the core :: 32.3%
- The floorplan step defined a core boundary enclosing 4470 µm².
- Width of the die :: 71.4 µm
- # rows :: 24
- Measured along the y axis, the die boundary spans 71.4 µm.

** Global route
- In the global route stage, overall resource usage came out at 15.1%.
- Grt ovf :: 0
- The initial antenna violation count is 0.
- Via count of the first global-routing pass :: 1200
- Pin count of the biggest net entering global routing :: 25
- The first global-routing pass estimated 5.93 mm of wire.

** Hold path
- Type of the worst min-delay path :: register to register
-- stage by stage --
stage	hold slack, ns	cell area (µm²)
after floorplan	0.352	1440
after global placement	0.452	1690
after detailed placement	0.457	1690
after CTS	0.477	1750
after global routing	0.506	1750
final	0.475	1750
-- registers in the layout, indices dropped and copies added (netlist names) --
name and count:
modwait 1, state 23
-- kinds of logic after synthesis --
logic type      share of synthesized area, %
compound gates                          23.1
flops                                   41.7
buf+inv                                 6.50
other cells                            0.260
simple gates                            27.1
mux                                     1.39
-- synthesized netlist by cell type, drive strengths merged --
| master | instances | share of area (%) |
|---|---|---|
| a2111oi | 3 | 4.4 |
| a211oi | 5 | 2.9 |
| nand4 | 1 | 0.43 |
| nor4b | 2 | 1.2 |
| buf | 6 | 2.6 |
| and2 | 3 | 1.3 |
| o2111ai | 1 | 0.61 |
| a21o | 5 | 2.6 |
| o21ai | 10 | 3.7 |
| o21a | 2 | 1.0 |
| o31a | 2 | 1.2 |
| nor3b | 1 | 0.52 |
| a31oi | 2 | 0.87 |
| a21oi | 11 | 3.8 |
| nand3 | 1 | 0.35 |
| o32ai | 1 | 0.61 |
| dfrtp | 23 | 40 |
| nand2b | 2 | 0.87 |
| dfstp | 1 | 1.8 |
| nand4b | 2 | 1.2 |
| conb | 1 | 0.26 |
| or3 | 1 | 0.43 |
| nor4 | 5 | 2.6 |
| nor2 | 33 | 8.6 |
| a221oi | 1 | 0.61 |
| nand2 | 9 | 2.3 |
| or2 | 2 | 0.87 |
| clkbuf | 4 | 1.0 |
| and3 | 1 | 0.43 |
| nor3 | 11 | 3.8 |
| nor2b | 5 | 2.2 |
| inv | 11 | 2.9 |
| mux2i | 2 | 1.4 |
| o311ai | 1 | 0.61 |
-- worst paths after layout --
path                       startpoint       end  slack (ns)  cells after the start
setup / recovery            state[20]   dest[0]        0.34                      5
hold / removal              state[18]  state[3]        0.47                      0
setup reg to reg            state[20]   modwait        1.64                      6
hold reg to reg             state[18]  state[3]        0.47                      0
max in group asynchronous       n_rst  state[0]        2.41                      2
min in group asynchronous       n_rst  state[9]        0.79                      2
-- placed cells by master, fill, tap and decap left out, types with 2 or more instances in the layout --
master / n
sky130_fd_sc_hd__a2111oi_4: 2
sky130_fd_sc_hd__a211oi_1: 4
sky130_fd_sc_hd__a21o_1: 5
sky130_fd_sc_hd__a21oi_1: 11
sky130_fd_sc_hd__a31oi_1: 2
sky130_fd_sc_hd__and2_1: 3
sky130_fd_sc_hd__buf_4: 2
sky130_fd_sc_hd__clkbuf_8: 4
sky130_fd_sc_hd__clkdlybuf4s50_1: 22
sky130_fd_sc_hd__dfrtp_1: 23
sky130_fd_sc_hd__inv_1: 9
sky130_fd_sc_hd__inv_2: 2
sky130_fd_sc_hd__mux2i_1: 2
sky130_fd_sc_hd__nand2_1: 9
sky130_fd_sc_hd__nand2b_1: 2
sky130_fd_sc_hd__nand4b_1: 2
sky130_fd_sc_hd__nor2_1: 33
sky130_fd_sc_hd__nor2b_1: 5
sky130_fd_sc_hd__nor3_1: 11
sky130_fd_sc_hd__nor4_1: 4
sky130_fd_sc_hd__nor4b_1: 2
sky130_fd_sc_hd__o21a_1: 2
sky130_fd_sc_hd__o21ai_0: 4
sky130_fd_sc_hd__o21ai_1: 5
sky130_fd_sc_hd__o31a_1: 2
-- worst max-delay path: stages, from the launching register on --
cell and delay [ns]:
sky130_fd_sc_hd__dfrtp_1 0.50, sky130_fd_sc_hd__nor3_1 0.35, sky130_fd_sc_hd__nand4b_1 0.29, sky130_fd_sc_hd__o31a_1 0.37, sky130_fd_sc_hd__a211oi_1 0.18, sky130_fd_sc_hd__clkdlybuf4s50_1 0.49
-- power breakdown --
group	switching, mW	total (mW)	internal, mW
combinational	0.0944	0.210	0.115
sequential	0.0231	0.314	0.290
clock	0.0874	0.188	0.100
-- cell type report --
cell class,instances,area (µm²)
Fill cell,450,2730
Sequential cell,24,602
Timing Repair Buffer,24,235
Clock buffer,4,55.1
Tap cell,52,65.1
Multi-Input combinational cell,126,748
Inverter,11,41.3
-- routing by layer --
layer / GRT usage (%) / vias to the layer above / part of all wire [%]
li1: - / 643 / -
met1: 24.9 / 609 / 48
met2: 21.9 / 37 / 47
met3: 2.43 / 4 / 4.5
met4: 2.00 / 0 / 0.90
met5: 0 / - / 0
Power figures rest on the tool's default switching activity, not on a simulated workload.

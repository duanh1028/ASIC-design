File: config.mk
export PLATFORM = sky130hd
export DESIGN_NAME = magnitude
export DESIGN_NICKNAME = magnitude
export VERILOG_FILES = /design/flow/design.v
export SDC_FILE = /design/flow/constraint.sdc
export NUM_CORES = 4
export LEC_CHECK = 1
export CORE_AREA = 10 10 70 70
export DIE_AREA = 0 0 80 80
File: constraint.sdc
current_design magnitude

set clk_period 5.5
set clk_io_pct 0.2

create_clock -name clk0 -period $clk_period

set non_clock_inputs [all_inputs -no_clocks]
set_input_delay [expr $clk_period * $clk_io_pct] -clock clk0 $non_clock_inputs
set_output_delay [expr $clk_period * $clk_io_pct] -clock clk0 [all_outputs]
File: design.v
module magnitude
(
	input  [16:0] in,
	output [15:0] out
);
assign out[15:0] = in[16] ? ~in[15:0] + 1 : in[15:0];
endmodule
File: run.sh
#!/bin/bash
# OpenROAD 26Q1-2900-gdf79404cd8, Yosys 0.63+post, stock flow scripts
make -C /OpenROAD-flow-scripts/flow DESIGN_CONFIG=/design/flow/config.mk WORK_HOME=/design/flow/orfs finish
==> flow_summary.toml <==
# implementation run metrics
[status]
status = "complete, no violations"

[timing]
finalSetupTns_ps = 0
fin_hold_ws_ps = 3050
worst_slew_pin_slew_ps = 612
finalSetupViolations = 0
finalMaxSlewViolations = 0
rsz0062_at_grt = "no"
layout_min_cycle_time_ps = 4580
final.period_utilization_pct = 83.3
fmax_ghz = 0.218
slew_headroom_pct = 58.8
hold_violations = 0

[route]
vias_per_cell = 3.51
drt-initial-drc-count = 26
n_antenna_cell = 0
routedWlPerCell_um = 11.7
totalWireLength_um = 1450
ant_nets = 0
drt_pass1_iterations = 4
num_vias = 435
drcViolationCount = 0

[power_and_ir_drop]
power.leakage_uw = 0.000239
ir_drop_uv = 22.2
p_per_area_nw_per_um2 = 81.3

[critical_path]
cpMostUsedCell = "clkdlybuf4s50_1"
slowest_stage = "or4_1"
critPathCaptureType = "primary output"
cp_cell_sequence = "clkdlybuf4s50_1, or4_1, or3_4, o41ai_2, xnor2_1, clkdlybuf4s50_1"
worstPathArrival_ps = 3480
slowest_delay_ps = 550
start_kind = "input port"
crit_required_ps = 4400
critPathMaxFanout = 5
worstSetupPathType = "input port to primary output"

[global_routing]
grt_pass1_vias = 514
grt_pass1_wl_um = 2430
grtUsageTotal_pct = 4.57
grt_max_degree = 17
global_route.overflow_total = 0
grt_antenna_before_repair = 0

[worst_hold_path]
hp-class = "input port to primary output"
worstHoldStart = "in[0]"
whs_endpoint = "out[0]"
hold_path_depth = 2

[synthesis]
aoi_share_pct = 27.8
area_leaders = "xnor2_1 (24%), xor2_1 (13%), o31ai_1 (11%)"
xor_share_pct = 36.8
netlist_area_um2 = 333
synth_area_per_cell_um2 = 7.08
ys_sh_mux_pct = 0
top_logic_kind = "XOR/XNOR gates"
yosysTopAreaCell = "xnor2_1"
yosys.area_share.simple_pct = 24.8
syn_inst = 47
synth_top_area_share_pct = 23.7
yosys_area_um2 = 333
synth-adder-area-share_pct = 3.76
yosys_warnings = 0
ys_types = 16
postSynthSeqShare_pct = 0
ys_cells = 47

[job]
drv_cap = 0
tool_warnings = 32

[floorplan]
die_h_um = 80
core_area_um2 = 3420
floorplan.core_util_pct = 9.74
die_w_um = 80
chip_area_um2 = 6400
ios = 33
fp-row-count = 21

[place]
place_congestion = 0.795
port_buffers = 33
hpwl_um = 1280

[cells_and_area]
nClkBuffers = 0
layout-drive-gt1-share_pct = 5.13
area_growth_pct = 113
ff_count = 0
flop_area_um2 = 0
fin_util_pct = 20.8

[clocking]
cts_setup_buffers = 0
ctsHoldBuffers = 0
ctsResizeCount = 0
[area by class of cell]
cell class                      count  area [um^2]
Inverter                            3         11.3
Fill cell                         398         2710
Multi-Input combinational cell     42          310
Tap cell                           46         57.6
Timing Repair Buffer               33          330
[metal layers]
| layer | up-vias | part of all wire (%) | track usage, % |
|---|---|---|---|
| li1 | 233 | - | - |
| met1 | 185 | 40 | 5.21 |
| met2 | 17 | 46 | 7.87 |
| met3 | 0 | 14 | 2.39 |
| met4 | 0 | 0 | 0 |
| met5 | - | 0 | 0 |
[placed cells by master, fill, tap and decap left out]
| cell | synthesis | layout |
|---|---|---|
| xor2_1 | 5 | 5 |
| or4_1 | 3 | 3 |
| or2_2 | 1 | 1 |
| nand2_1 | 8 | 8 |
| o31a_2 | 1 | 1 |
| o41ai_2 | 1 | 1 |
| xnor2_1 | 9 | 9 |
| o31ai_1 | 5 | 5 |
| o41ai_1 | 1 | 1 |
| or3_4 | 1 | 1 |
| ha_1 | 1 | 1 |
| clkdlybuf4s50_1 | 0 | 33 |
| inv_1 | 3 | 3 |
| or3_1 | 2 | 2 |
| o21ai_0 | 4 | 4 |
[worst max-delay path, delay by kind of cell]
kind            cells  cell delay [ps]
simple gates        2              970
buf+inv             2              930
compound gates      1              330
xor+xnor            1              160
[per-stage QoR]
| stage | cell area, um^2 | total power (uW) | std cells | worst slack, ps |
|---|---|---|---|---|
| finish | 709 | 57.7 | 124 | 921 |
| global route | 709 | 65.1 | 124 | 692 |
| floorplan | 333 | 15.3 | 47 | 1950 |
| detailed placement | 709 | 58.8 | 124 | 900 |
| CTS | 709 | 59.4 | 124 | 900 |
| global placement | 709 | 58.9 | 124 | 920 |
[how the worst max path moves through the flow]
stage | from | end | slack, ps | cells after the start
after CTS | in[4] | out[15] | 900 | 6
after global routing | in[2] | out[8] | 690 | 6
final | in[4] | out[15] | 920 | 6
[cells in the mapped netlist]
cell type	instances
xor2_1	5
nand2_1	8
clkbuf_1	1
o31ai_1	5
inv_1	3
o41ai_1	1
o41ai_2	1
o21ai_0	4
o31a_2	1
buf_4	1
ha_1	1
or2_2	1
or4_1	3
xnor2_1	9
or3_1	2
or3_4	1
[report_power, final]
group          switching, uW  internal, uW  leakage (uW)  total (uW)
registers                  0             0             0           0
clock network              0             0             0           0
logic                   18.0          39.7      0.000239        57.7
[cells by family after synthesis]
family	count (synthesis)
AOI/OAI and AO/OA	12
xor gates and xnor gates	14
adders and majority gates	1
buffers and inverters	5
and+or+nand+nor	15
Power figures rest on the tool's default switching activity, not on a simulated workload.

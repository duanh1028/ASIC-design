==> flow/design.v <==
module coefficient_loader
(
	input clk, n_reset, new_coefficient_set, modwait,
	output reg load_coeff,
	output reg [1:0] coefficient_num
);
typedef enum {IDLE, COEFF0, COEFF1, COEFF2, COEFF3} controllerState;
controllerState state, next_state;
always_ff@(posedge clk, negedge n_reset) begin
	if(!n_reset)
		state <= IDLE;
	else
		state <= next_state;
end
always_comb begin
	next_state = state;
	load_coeff = 0;
	coefficient_num = 0;
	if(new_coefficient_set) begin
		if(!modwait) begin
			load_coeff = 1;
			case(state)
				IDLE: begin next_state = COEFF0; coefficient_num = 0; end
				COEFF0: begin next_state = COEFF1; coefficient_num = 1; end
				COEFF1: begin next_state = COEFF2; coefficient_num = 2; end
				COEFF2: begin next_state = COEFF3; coefficient_num = 3; end
				COEFF3: begin next_state = IDLE; coefficient_num = 0; end
				default: coefficient_num = 0;
			endcase
		end
		else begin
			case(state)
				IDLE: coefficient_num = 0;
				COEFF0: coefficient_num = 0;
				COEFF1: coefficient_num = 1;
				COEFF2: coefficient_num = 2;
				COEFF3: coefficient_num = 3;
				default: coefficient_num = 0; 
			endcase
		end
	end
end
endmodule
==> flow/run.sh <==
#!/bin/bash
# OpenROAD 26Q1-2900-gdf79404cd8, Yosys 0.63+post, stock flow scripts
make -C /OpenROAD-flow-scripts/flow DESIGN_CONFIG=/design/flow/config.mk WORK_HOME=/design/flow/orfs finish
==> flow/config.mk <==
export PLATFORM = sky130hd
export DESIGN_NAME = coefficient_loader
export DESIGN_NICKNAME = coefficient_loader
export VERILOG_FILES = /design/flow/design.v
export SDC_FILE = /design/flow/constraint.sdc
export NUM_CORES = 4
export LEC_CHECK = 1
export CORE_AREA = 10 10 70 70
export DIE_AREA = 0 0 80 80
==> flow/constraint.sdc <==
current_design coefficient_loader

set clk_period 1.7
set clk_io_pct 0.2

create_clock -name clk0 -period $clk_period [get_ports {clk}]

set non_clock_inputs [all_inputs -no_clocks]
set_input_delay [expr $clk_period * $clk_io_pct] -clock clk0 $non_clock_inputs
set_output_delay [expr $clk_period * $clk_io_pct] -clock clk0 [all_outputs]
==> out/qor.yml <==
floorplan:
  die-width_microns: 80
  ios: 7
  floorplan.core_util_pct: 7.22
  rows: 21
  chip_area_sq_um: 6400
  core_sq_um: 3420
  die_y_microns: 80
finish:
  lay_top_count: "buf_4"
  layout_top_cells: "5 x buf_4, 4 x dfrtp_1, 3 x mux2_2, 3 x mux2_4, 3 x clkbuf_4"
  syn2layout_area_growth_pct: 71.1
  largest_reg_flops: 5
  drive_above_1_share_pct: 67.7
  utilization_pct: 12.3
  top_register: "state"
  reg_top3: "state x5"
grt:
  grt_overflow_total: 0
  track_usage_pct: 1.72
  grt_pass1_vias: 185
  grt_use_met2_pct: 2.17
  gr-usage-met3_pct: 1.02
  grt_max_degree: 6
  use_met1_pct: 2.35
  antenna_found_initial: 0
  grt-busiest-layer: "met1"
  grt_first_pass_wirelength_microns: 897
critical_path:
  cp-start-kind: "register"
  r2r_cells: 2
  endpoint: "coefficient_num[0]"
  critical_path.max_fanout: 3
  crit-reg2reg-launch: "state[1]"
  crit_path_end_kind: "output port"
  startpoint: "state[1]"
  worstPathArrival_ps: 1270
  timing.rr.end: "state[1]"
  reg2reg_slack_ps: 790
  critPathKind: "register to output port"
  required_ps: 1360
cts:
  cts.reportedPaths.clkPinSlew_ps: 50
  htreeDepth: 1
  cts_buffer_depth: 2
  clk_latency_ps: 240
  root_buffer: "clkbuf_4"
  tritoncts: "done"
  clock_sinks: 5
  cts-buffers-inserted: 3
synthesis:
  synth_warnings: 1
  yosysTopAreaCell: "dfrtp_1"
  synthCells: 16
  ys_area_sq_um: 246
  synth_cell_type_count: 9
  synth_area_per_cell_sq_um: 15.4
  yosys-stat-cells: 16
  top_cell_area_share_pct: 40.6
  ys_seq_share_pct: 51.3
  synth-seq-cells: 5
  top_cells_by_area: "dfrtp_1 41%, mux2_2 18%, mux2_4 12%"
  syn_area_sq_um: 246
route:
  drtIter0Drc: 2
  drt-total-wl_microns: 535
  vias: 185
  avgViaCountPerCell: 2.40
  detail-route-antenna-nets: 0
  dr.pass1.iters: 2
  post_drt_wl_per_cell_microns: 6.95
  drcViolationCount: 0
  num_antenna_cells: 0
place:
  io_buffers: 6
  gp_congestion: 0.644
  place_ws_ps: -405
final_timing:
  hold_slack_ps: 313
  setup_viol: 0
  slew_viol_final: 0
  slew_headroom_pct: 85.0
  fmax_mhz: 620
  tightest_slew_ps: 225
  rsz0062_at_grt: "no"
  fin_setup_tns_ps: 0
  period_used_pct: 94.9
  hold_violations: 0
  fin_skew_ps: 3.84
  min_period_ps: 1610
  worst_slack_ps: 86.5
job:
  tool_warnings: 25
  cap_viol_max_count: 0
power:
  p_per_area_nw_per_um2: 678
  leakagePower_nw: 0.203
  p_total_w: 0.000286
  peakVddDrop_mv: 0.141
run_status:
  outcome: "complete, no violations"
worst_hold_path:
  hp-class: "input port to async pin"
synthesized netlist by cell type:
library cell / n
o311a_2: 1
mux2_2: 4
dfstp_2: 1
nand2b_4: 1
mux2_4: 2
o21a_1: 1
inv_2: 1
or3b_1: 1
dfrtp_1: 4
metrics by stage:
step | instances | area (sq um)
global route | 77 | 422
floorplan | 16 | 246
CTS | 76 | 418
detailed placement | 71 | 387
global placement | 71 | 387
finish | 77 | 422
where the power goes:
| part | switching [W] | internal (W) |
|---|---|---|
| clock | 0.0000538 | 0.0000854 |
| combinational | 0.0000103 | 0.0000168 |
| sequential | 0 | 0.000119 |
| total | 0.0000641 | 0.000222 |
kinds of logic (layout without fill, tap and decap cells):
logic type             Yosys count  count (layout)  synth area share [%]
multiplexers                     6               6                  30.5
flip-flops                       5               5                  51.3
buffers and inverters            1              16                  1.52
AND/OR/NAND/NOR                  2               2                  9.14
AND-OR/OR-AND                    2               2                  7.62
repair_timing:
action,in CTS,in global routing
pin swaps,1,1
setup endpoints to repair,3,2
gates resized,8,2
hold buffers,0,0
hold endpoints to repair,0,0
cloned,0,0
buffers inserted,1,1
layout make-up:
cell class	instances	area, sq um
inverters	1	3.75
repair buffers	11	86.3
clock buffers	3	22.5
fillers	397	2990
clock inverters	1	5.00
well taps	46	57.6
multi-input cells	10	120
flip-flops and latches	5	126
worst min path at each step:
stage	start	end	slack, ps	depth (start not counted)
4_1_cts	n_reset	state[3]	320	1
5_1_grt	n_reset	state[3]	310	1
6_report	n_reset	state[3]	310	1
metal layers:
metal | share of wire (%) | vias up
li1 | - | 89
met1 | 45 | 89
met2 | 45 | 5
met3 | 8.6 | 2
met4 | 1.7 | 0
met5 | 0 | -
critical path: stages, from the launching register on:
cell     delay [ps]
dfrtp_1         400
or3b_1          380
o311a_2         140
buf_2           110
No activity file was given, so power comes from the tool's default toggle rates.
